### flow/constraint.sdc
current_design l2_cache

set clk_period 159.2
set clk_io_pct 0.2

create_clock -name clk0 -period $clk_period [get_ports {clk}]

set non_clock_inputs [all_inputs -no_clocks]
set_input_delay [expr $clk_period * $clk_io_pct] -clock clk0 $non_clock_inputs
set_output_delay [expr $clk_period * $clk_io_pct] -clock clk0 [all_outputs]
### flow/config.mk
export PLATFORM = sky130hd
export DESIGN_NAME = l2_cache
export DESIGN_NICKNAME = l2_cache
export VERILOG_FILES = /design/flow/design.v
export SDC_FILE = /design/flow/constraint.sdc
export NUM_CORES = 4
export LEC_CHECK = 1
export CORE_UTILIZATION = 40
export SYNTH_MEMORY_MAX_BITS = 65536
### flow/run.sh
#!/bin/bash
# OpenROAD 26Q1-2900-gdf79404cd8, Yosys 0.63+post, stock flow scripts
make -C /OpenROAD-flow-scripts/flow DESIGN_CONFIG=/design/flow/config.mk WORK_HOME=/design/flow/orfs finish
### flow/design.v
package pmem_addr_mux;
typedef enum bit [3:0] {
    cpu  = 4'd0
    ,dirty_0_write = 4'd1
    ,dirty_1_write = 4'd2
    ,dirty_2_write = 4'd3
    ,dirty_3_write = 4'd4
    ,dirty_4_write = 4'd5
    ,dirty_5_write = 4'd6
    ,dirty_6_write = 4'd7
    ,dirty_7_write = 4'd8
} pmem_addr_mux_sel_t;
endpackage
package data_in_mux;
typedef enum bit {
    cacheline_adaptor  = 1'b0
    ,bus_adaptor = 1'b1
} data_in_mux_sel_t;
endpackage
package data_write_en_mux;
typedef enum bit {
    idle  = 1'b0
    ,load_mem = 1'b1
} data_write_en_mux_sel_t;
endpackage
package pcmux;
typedef enum bit [1:0] {
    pc_plus4  = 2'b00
    ,alu_out  = 2'b01
    ,alu_mod2 = 2'b10
} pcmux_sel_t;
endpackage
package cmpmux;
typedef enum bit {
    rs2_out = 1'b0
    ,i_imm = 1'b1
} cmpmux_sel_t;
endpackage
package alumux;
typedef enum bit {
    rs1_out = 1'b0
    ,pc_out = 1'b1
} alumux1_sel_t;
typedef enum bit [2:0] {
    i_imm    = 3'b000
    ,u_imm   = 3'b001
    ,b_imm   = 3'b010
    ,s_imm   = 3'b011
    ,j_imm   = 3'b100
    ,rs2_out = 3'b101
} alumux2_sel_t;
endpackage
package regfilemux;
typedef enum bit [2:0] {
    alu_out   = 3'b000
    ,br_en    = 3'b001
    ,u_imm    = 3'b010
    ,rdata    = 3'b011
    ,pc_plus4 = 3'b100
} regfilemux_sel_t;
endpackage
package dcachemux;
typedef enum bit [2:0] {
	lw	= 3'b000,
	lhu	= 3'b001,
	lh	= 3'b010,
	lbu = 3'b011,
	lb	= 3'b100
} rdata_sel_t;
endpackage
package rs1mux;
typedef enum bit [2:0] {
    rs1_out        = 3'b000,
    br_en          = 3'b001,
    u_imm          = 3'b010,
    alu_out        = 3'b011,
    regfilemux_out = 3'b100
} rs1mux_sel_t;
endpackage
package rs2mux;
typedef enum bit [2:0] {
    rs2_out        = 3'b000,
    br_en          = 3'b001,
    u_imm          = 3'b010,
    alu_out        = 3'b011,
    regfilemux_out = 3'b100
} rs2mux_sel_t;
endpackage
package dcacheforwardmux;
typedef enum bit {
    rs2_out        = 1'b0,
    regfilemux_out = 1'b1
} dcacheforwardmux_sel_t;
endpackage
interface rvfi_itf(input clk, input rst);
    logic halt;
    logic commit;
    logic [63:0] order;
    logic [31:0] inst;
    logic trap;
    logic [4:0] rs1_addr;
    logic [4:0] rs2_addr;
    logic [31:0] rs1_rdata;
    logic [31:0] rs2_rdata;
    logic load_regfile;
    logic [4:0] rd_addr;
    logic [31:0] rd_wdata;
    logic [31:0] pc_rdata;
    logic [31:0] pc_wdata;
    logic [31:0] mem_addr;
    logic [3:0] mem_rmask;
    logic [3:0] mem_wmask;
    logic [31:0] mem_rdata;
    logic [31:0] mem_wdata;
    logic [15:0] errcode;
endinterface
module l2_array #(
    parameter s_index = 3,
    parameter width = 1
)
(
    clk,
    rst,
    load,
    index,
    datain,
    dataout
);
localparam num_sets = 2**s_index;
input clk;
input rst;
input load;
input [s_index-1:0] index;
input [width-1:0] datain;
output logic [width-1:0] dataout;
logic [width-1:0] data [num_sets-1:0]  ;
assign dataout = data[index];
always_ff @(posedge clk)
begin
    if (rst) begin
        for (int i = 0; i < num_sets; ++i)
            data[i] <= '0;
    end
    else begin
        if(load)
            data[index] <= datain;
    end
end
endmodule : l2_array
module l2_cache #(
    parameter s_offset = 5,
    parameter s_index  = 3,
    parameter s_tag    = 32 - s_offset - s_index,
    parameter s_mask   = 2**s_offset,
    parameter s_line   = 8*s_mask,
    parameter num_sets = 2**s_index
) (
    input clk,
    input rst,
    input logic mem_read,
    input logic mem_write,
    input logic [31:0] mem_address,
    input logic [255:0] mem_wdata,
    output logic mem_resp,
    output logic [255:0] mem_rdata,
    input pmem_resp,
    input [255:0] pmem_rdata,
    output logic pmem_read,
    output logic pmem_write,
    output logic [31:0] pmem_address,
    output [255:0] pmem_wdata
);
logic [7:0] valid_out;
logic [7:0] dirty_out;
logic [2:0] plru;
logic [7:0] tag_load;
logic valid_load;
logic [7:0] valid_in;
logic dirty_load;
logic [7:0] dirty_in;
logic lru_load;
logic [2:0] mru;
logic [7:0] way_hit;
logic [2:0] way_sel;
logic way_data_in_sel;
logic [7:0] data_write_en;
logic mem_read2;
logic mem_write2;
logic [31:0] mem_address2;
logic [255:0] mem_wdata2;
always_ff @(posedge clk) begin
    mem_read2 <= mem_read;
    mem_write2 <= mem_write;
    mem_address2 <= mem_address;
    mem_wdata2 <= mem_wdata;
end
logic [255:0] cache_o;
assign mem_rdata = cache_o;
assign pmem_wdata = cache_o;
l2_cache_control control(.mem_read(mem_read2), .mem_write(mem_write2), .*);
l2_cache_datapath datapath(.mem_address(mem_address2), .mem_wdata(mem_wdata2), .*);
endmodule : l2_cache
module l2_cache_control (
    input clk,
    input rst,
    output logic mem_resp,
    input logic mem_read,
    input logic mem_write,
    input pmem_resp,
    output logic pmem_read,
    output logic pmem_write,
    input logic [7:0] valid_out,
    input logic [7:0] dirty_out,
    input logic [2:0] plru,
    output logic [7:0] tag_load,
    output logic valid_load,
    output logic [7:0] valid_in,
    output logic dirty_load,
    output logic [7:0] dirty_in,
    output logic lru_load,
    output logic [2:0] mru,
    input logic [7:0] way_hit,
    output logic [2:0] way_sel, 
    output logic way_data_in_sel,
    output logic [7:0] data_write_en
);
int miss_count, miss_count_next;
int tot_count, tot_count_next;
logic [2:0] prev_plru;
always_ff @(posedge clk)
begin
    if (lru_load) prev_plru <= plru;
    miss_count <= rst ? 0 : miss_count_next;
	tot_count <= rst ? 0 : tot_count_next;
end
logic [2:0] way_hit_num;
always_comb begin : decode_way_hit
    case(way_hit)
        8'b00000001: way_hit_num = 3'b000;
        8'b00000010: way_hit_num = 3'b001;
        8'b00000100: way_hit_num = 3'b010;
        8'b00001000: way_hit_num = 3'b011;
        8'b00010000: way_hit_num = 3'b100;
        8'b00100000: way_hit_num = 3'b101;
        8'b01000000: way_hit_num = 3'b110;
        8'b10000000: way_hit_num = 3'b111;
        default: way_hit_num = 3'bxxx;
    endcase
end
enum int unsigned {
    IDLE,
    COMPARE_TAG,
    WRITE_BACK, 
    ALLOCATE_1, 
    ALLOCATE_2,
    ALLOCATE_3
} state, next_state;
function void set_defaults();
    mem_resp = 1'b0;
	pmem_read = 1'b0;
	pmem_write = 1'b0;
    tag_load = '0;
    valid_load = 1'b0;
    valid_in = valid_out;
    dirty_load = 1'b0;
    dirty_in = dirty_out;
    data_write_en = '0;
    way_data_in_sel = 1'b0;
    lru_load = 1'b0;
    mru = way_hit_num;
    way_sel = way_hit_num;
endfunction
always_comb
begin : state_actions
    set_defaults();
    case(state)
        COMPARE_TAG: begin
            if (mem_read ^ mem_write) begin
                if (way_hit != '0) begin
                    mem_resp = 1'b1;
                    if (mem_write) begin
                        dirty_load = 1'b1;
                        dirty_in[way_hit_num] = 1'b1;
                        data_write_en = way_hit;
                        way_data_in_sel = 1'b1;
                    end
                end
            end
        end
        WRITE_BACK: begin
            pmem_write = 1'b1;
            way_sel = plru;
        end
        ALLOCATE_1: begin
            mru = plru;
            lru_load = 1'b1;
            dirty_in[plru] = mem_write;
            dirty_load = 1'b1;
            valid_in[plru] = 1'b1;
            valid_load = 1'b1;
            tag_load[plru] = 1'b1;
        end
        ALLOCATE_2: begin
            way_data_in_sel = 1'b0;
            data_write_en[prev_plru] = 1'b1;
            pmem_read = 1'b1;
        end
        ALLOCATE_3: begin
            mem_resp = 1'b1;
        end
        default: ;
    endcase
end
always_comb
begin : next_state_logic
    next_state = state;
    miss_count_next = miss_count;
    tot_count_next = tot_count;
	case(state)
        IDLE: begin
            next_state = COMPARE_TAG;
        end
        COMPARE_TAG: begin
            if (mem_read ^ mem_write) begin
                tot_count_next = tot_count + 1;
                if (way_hit == '0) begin
                    miss_count_next = miss_count + 1;
                    if(dirty_out[plru] & valid_out[plru]) begin
                        next_state = WRITE_BACK;
                    end else begin
                        next_state = ALLOCATE_1;
                    end
                end else begin
					next_state = IDLE;
				end
            end
        end
        WRITE_BACK: begin
            if (pmem_resp) begin
                next_state = ALLOCATE_1;
            end
        end
        ALLOCATE_1: begin
            next_state = ALLOCATE_2;
        end
        ALLOCATE_2: begin
            if (pmem_resp) next_state = ALLOCATE_3;
        end
        ALLOCATE_3: begin
            next_state = IDLE;
        end
    endcase
end
always_ff @(posedge clk)
begin: next_state_assignment
    state <= rst? COMPARE_TAG : next_state;
end
endmodule : l2_cache_control
module l2_cache_datapath #(
    parameter s_offset = 5,
    parameter s_index  = 3,
    parameter s_tag    = 32 - s_offset - s_index,
    parameter s_mask   = 2**s_offset,
    parameter s_line   = 8*s_mask,
    parameter num_sets = 2**s_index
)
(
    input clk,
    input rst,
    input logic [31:0] mem_address,
    input logic [255:0] pmem_rdata,
    output logic [31:0] pmem_address,
    input logic [255:0] mem_wdata,
    output logic [255:0] cache_o,
    input logic [7:0] tag_load,
    input logic valid_load,
    input logic [7:0] valid_in,
    input logic dirty_load,
    input logic [7:0] dirty_in,
    input logic lru_load,
    input logic [2:0] mru,
    output logic [7:0] valid_out,
    output logic [7:0] dirty_out,
    output logic [2:0] plru,
    output logic [7:0] way_hit,
    input logic [2:0] way_sel,
    input logic way_data_in_sel,
    input logic [7:0] data_write_en
);
logic [255:0] data_array_in;
logic [255:0] data_array_out [8];
logic [23:0] tag_out [8];
logic [2:0] set;
logic [23:0] tag;
assign set = mem_address[7:5];
assign tag = mem_address[31:8];
l2_array #(.width(24)) tag_0(.clk(clk), .rst(), .load(tag_load[0]), .index(set), .datain(tag), .dataout(tag_out[0]));
l2_array #(.width(1)) valid_0(.clk(clk), .rst(rst), .load(valid_load), .datain(valid_in[0]), .index(set), .dataout(valid_out[0]));
l2_array #(.width(1)) dirty_0(.clk(clk), .rst(), .load(dirty_load), .datain(dirty_in[0]), .index(set), .dataout(dirty_out[0]));
l2_data_array data_array_0(.clk(clk), .rst(), .write_en(data_write_en[0]), .index(set), .datain(data_array_in), .dataout(data_array_out[0]));
l2_array #(.width(24)) tag_1(.clk(clk), .rst(), .load(tag_load[1]), .index(set), .datain(tag), .dataout(tag_out[1]));
l2_array #(.width(1)) valid_1(.clk(clk), .rst(rst), .load(valid_load), .datain(valid_in[1]), .index(set), .dataout(valid_out[1]));
l2_array #(.width(1)) dirty_1(.clk(clk), .rst(), .load(dirty_load), .datain(dirty_in[1]), .index(set), .dataout(dirty_out[1]));
l2_data_array data_array_1(.clk(clk), .rst(), .write_en(data_write_en[1]), .index(set), .datain(data_array_in), .dataout(data_array_out[1]));
l2_array #(.width(24)) tag_2(.clk(clk), .rst(), .load(tag_load[2]), .index(set), .datain(tag), .dataout(tag_out[2]));
l2_array #(.width(1)) valid_2(.clk(clk), .rst(rst), .load(valid_load), .datain(valid_in[2]), .index(set), .dataout(valid_out[2]));
l2_array #(.width(1)) dirty_2(.clk(clk), .rst(), .load(dirty_load), .datain(dirty_in[2]), .index(set), .dataout(dirty_out[2]));
l2_data_array data_array_2(.clk(clk), .rst(), .write_en(data_write_en[2]), .index(set), .datain(data_array_in), .dataout(data_array_out[2]));
l2_array #(.width(24)) tag_3(.clk(clk), .rst(), .load(tag_load[3]), .index(set), .datain(tag), .dataout(tag_out[3]));
l2_array #(.width(1)) valid_3(.clk(clk), .rst(rst), .load(valid_load), .datain(valid_in[3]), .index(set), .dataout(valid_out[3]));
l2_array #(.width(1)) dirty_3(.clk(clk), .rst(), .load(dirty_load), .datain(dirty_in[3]), .index(set), .dataout(dirty_out[3]));
l2_data_array data_array_3(.clk(clk), .rst(), .write_en(data_write_en[3]), .index(set), .datain(data_array_in), .dataout(data_array_out[3]));
l2_array #(.width(24)) tag_4(.clk(clk), .rst(), .load(tag_load[4]), .index(set), .datain(tag), .dataout(tag_out[4]));
l2_array #(.width(1)) valid_4(.clk(clk), .rst(rst), .load(valid_load), .datain(valid_in[4]), .index(set), .dataout(valid_out[4]));
l2_array #(.width(1)) dirty_4(.clk(clk), .rst(), .load(dirty_load), .datain(dirty_in[4]), .index(set), .dataout(dirty_out[4]));
l2_data_array data_array_4(.clk(clk), .rst(), .write_en(data_write_en[4]), .index(set), .datain(data_array_in), .dataout(data_array_out[4]));
l2_array #(.width(24)) tag_5(.clk(clk), .rst(), .load(tag_load[5]), .index(set), .datain(tag), .dataout(tag_out[5]));
l2_array #(.width(1)) valid_5(.clk(clk), .rst(rst), .load(valid_load), .datain(valid_in[5]), .index(set), .dataout(valid_out[5]));
l2_array #(.width(1)) dirty_5(.clk(clk), .rst(), .load(dirty_load), .datain(dirty_in[5]), .index(set), .dataout(dirty_out[5]));
l2_data_array data_array_5(.clk(clk), .rst(), .write_en(data_write_en[5]), .index(set), .datain(data_array_in), .dataout(data_array_out[5]));
l2_array #(.width(24)) tag_6(.clk(clk), .rst(), .load(tag_load[6]), .index(set), .datain(tag), .dataout(tag_out[6]));
l2_array #(.width(1)) valid_6(.clk(clk), .rst(rst), .load(valid_load), .datain(valid_in[6]), .index(set), .dataout(valid_out[6]));
l2_array #(.width(1)) dirty_6(.clk(clk), .rst(), .load(dirty_load), .datain(dirty_in[6]), .index(set), .dataout(dirty_out[6]));
l2_data_array data_array_6(.clk(clk), .rst(), .write_en(data_write_en[6]), .index(set), .datain(data_array_in), .dataout(data_array_out[6]));
l2_array #(.width(24)) tag_7(.clk(clk), .rst(), .load(tag_load[7]), .index(set), .datain(tag), .dataout(tag_out[7]));
l2_array #(.width(1)) valid_7(.clk(clk), .rst(rst), .load(valid_load), .datain(valid_in[7]), .index(set), .dataout(valid_out[7]));
l2_array #(.width(1)) dirty_7(.clk(clk), .rst(), .load(dirty_load), .datain(dirty_in[7]), .index(set), .dataout(dirty_out[7]));
l2_data_array data_array_7(.clk(clk), .rst(), .write_en(data_write_en[7]), .index(set), .datain(data_array_in), .dataout(data_array_out[7]));
plru #(.s_index(3)) pLRU(.clk(clk), .rst(rst), .load(lru_load), .index(set), .mru(mru), .plru(plru));
always_comb begin
    for (int i = 0; i < 8; i++) begin
        way_hit[i] = (tag == tag_out[i]) && valid_out[i];
    end
    cache_o = data_array_out[way_sel];
    pmem_address = {tag_out[way_sel], set, 5'b0};
    case(way_data_in_sel)
        1'b0: data_array_in = pmem_rdata;
        1'b1: data_array_in = mem_wdata;
    endcase
end
endmodule : l2_cache_datapath
module l2_data_array #(
    parameter s_offset = 5,
    parameter s_index = 3
)
(
    clk,
    rst,
    write_en,
    index,
    datain,
    dataout
);
localparam s_mask   = 2**s_offset;
localparam s_line   = 8*s_mask;
localparam num_sets = 2**s_index;
input clk;
input rst;
input logic write_en;
input [s_index-1:0] index;
input [s_line-1:0] datain;
output logic [s_line-1:0] dataout;
logic [s_line-1:0] data [num_sets-1:0]  ;
assign dataout = data[index];
always_ff @(posedge clk)
begin
    if (rst) begin
        for (int i = 0; i < num_sets; ++i)
            data[i] <= '0;
    end
    else begin
		if (write_en) data[index] <= datain;
    end
end
endmodule : l2_data_array
module plru #(
    parameter s_index = 3,
    parameter width = 1
)
(
    input clk,
    input rst,
    input load,
    input logic [2:0] index,
    input [2:0] mru,
    output logic [2:0] plru
);
localparam n_sets = 2**s_index;
logic [6:0] data [n_sets];
always_ff @(posedge clk)
begin
    if (rst) begin
        for (int i = 0; i < 7; ++i)
            data[i] <= '1;
    end
    else begin
        if(load) begin
            unique case (mru)
                3'd0: begin
                    data[index][0] <= '0;
                    data[index][1] <= '0;
                    data[index][3] <= '0;
                end
                3'd1: begin
                    data[index][0] <= '0;
                    data[index][1] <= '0;
                    data[index][3] <= '1;
                end
                3'd2: begin
                    data[index][0] <= '0;
                    data[index][1] <= '1;
                    data[index][4] <= '0;
                end
                3'd3: begin
                    data[index][0] <= '0;
                    data[index][1] <= '1;
                    data[index][4] <= '1;
                end
                3'd4: begin
                    data[index][0] <= '1;
                    data[index][2] <= '0;
                    data[index][5] <= '0;
                end
                3'd5: begin
                    data[index][0] <= '1;
                    data[index][2] <= '0;
                    data[index][5] <= '1;
                end
                3'd6: begin
                    data[index][0] <= '1;
                    data[index][2] <= '1;
                    data[index][6] <= '0;
                end
                3'd7: begin
                    data[index][0] <= '1;
                    data[index][2] <= '1;
                    data[index][6] <= '1;
                end
                default: ;
            endcase
        end
    end
end
always_comb begin
    if (data[index][0]) begin
        if (data[index][1]) begin
            if (data[index][3]) begin
                plru = 3'd0;
            end else begin
                plru = 3'd1;
            end
        end else begin
            if (data[index][4]) begin
                plru = 3'd2;
            end else begin
                plru = 3'd3;
            end
        end
    end else begin
        if (data[index][2]) begin
            if (data[index][5]) begin
                plru = 3'd4;
            end else begin
                plru = 3'd5;
            end
        end else begin
            if (data[index][6]) begin
                plru = 3'd6;
            end else begin
                plru = 3'd7;
            end
        end
    end
end
endmodule : plru
==> reports/results.txt <==
critical path's top delay family -> buffers and inverters
io pins -> 1096
Setup TNS -> 0 ns
Synth-to-Final Area Change -> 15.7%
synthesis area per yosys -> 685000 um2
Max Fclk -> 20.9 MHz
Top-area cell share -> 79.3%
Crit. End Element -> output port
Final setup violation count -> 0
Slew @ Worst Pin -> 1.49 ns
# placed instances -> 61481
port bufs -> 1085
height of the die -> 1310 um
FP Util -> 40.1%
Total Power -> 0.0103 W
crit-path most repeated cell -> buf_4
post-cts resize count -> 0
Starting DRT DRC Count -> 32905
async set or reset register ratio after synthesis -> 0%
Setup Fix Bufs, Post-CTS -> 0
critical path depth in cells -> 26
fill count -> 138790
peak per-stage delay on the critical path -> 0.89 ns
flip-flop and latch area -> 550000 um2
Final Max Tran Viols -> 0
# clock sinks -> 18398
drt first pass iters -> 6
maxcap violations -> 0
RSZ-0062 raised after global routing -> no
Max stage delay cell, worst path -> buf_4
main area contributors after synthesis -> edfxtp_1 79%, o22ai_1 4.4%, mux2_2 3.0%
CTS Buf Count -> 1858
Post-Route WL -> 2740000 um
first-pass GRT wire length -> 3650000 um
Routed Antenna Nets -> 0
hold_buf cts -> 0
Wirelength per Cell -> 42.0 um
Post-Syn Area per Cell -> 18.0 um2
Core Box Area -> 1710000 um2
Buffers & Inverters on Critical Path -> 15
worst clock skew -> 0.436 ns
CTS tree -> yes
Post-Syn Instances -> 38024
Total GRT Usage -> 34.3%
Max-slew headroom -> 0.415%
CP Data Arrival Time -> 16.05 ns
status -> finished, final reports clean
Worst-Skew Late Latency -> 1.59 ns
crit path kind -> flip-flop to output port
tool warnings -> 41
Vias -> 413964
worst hold margin -> 0.427 ns
cycle use final -> 30.1%
residual DRC count -> 0
fin cells -> 65211
yosys cell count -> 38024
synthesized cell area -> 685000 um2
H-tree levels -> 7
layout cell share with drive strength beyond 1 -> 17.9%
Site Rows -> 480
cell type with the largest total area -> edfxtp_1
fin util -> 46.4%
antenna violations before repair -> 251
Worst-path clk slew -> 0.06 ns
Seq share, synth -> 80.2%
largest net degree at the start of global routing -> 78
HPWL after DPL -> 1650000 um
worst-path fanout max -> 43
Hold Crit Class -> flip-flop to flip-flop
Worst R2R Path Depth -> 24
Clock Tree Buf Depth -> 6
main flop type -> edfxtp_1
Setup crit start kind -> flip-flop
Critical Path RT -> 127.36 ns
RD Place Congestion -> 0.955
Fin. Hold Viols -> 0
Final min period -> 47.89 ns
distinct cell type count of the synthesized netlist -> 102
vias per cell -> 6.35
yosys warning tally -> 33
number of flops mapped to enable cells by yosys -> 18100
Die W -> 1310 um
hold path cells -> 2
Comb area -> 125000 um2
grt total ovfl -> 0
vias in the first global route -> 435596
Die ar. -> 1720000 um2
P_leak -> 249 nW
P per Cell Area -> 12.9 nW/um2
root buffer cell -> clkbuf_16
Peak supply drop -> 0.0000146 V
Synth Register Bits -> 18398
-- per-stage QoR --
step	area [um2]	setup slack [ns]
2_1_floorplan	685000	122.52
3_3_place_gp	734000	113.40
3_5_place_dp	734000	113.40
4_1_cts	792000	111.87
5_1_grt	793000	111.41
6_report	793000	111.31
-- registers in the layout, summed over array words and instances, names as in the netlist, 27 cells and up --
name                        cells
mem_address2                   27
datapath.data_array_2.data   2048
datapath.data_array_0.data   2048
datapath.pLRU.data             56
mem_wdata2                    256
datapath.data_array_3.data   2048
datapath.data_array_1.data   2048
datapath.tag_3.data           192
datapath.tag_7.data           192
datapath.data_array_7.data   2048
datapath.tag_2.data           192
datapath.tag_5.data           192
datapath.tag_6.data           192
datapath.tag_0.data           192
datapath.data_array_5.data   2048
datapath.tag_4.data           192
datapath.tag_1.data           192
datapath.data_array_6.data   2048
datapath.data_array_4.data   2048
-- placed cells by master, fill, tap and decap left out, types with 367 or more instances in the layout --
cell type	count
nor2_1	1243
a22oi_1	1012
diode_2	409
o22ai_1	4858
o221ai_1	919
buf_4	2484
clkbuf_16	1874
clkbuf_1	367
edfxtp_1	18100
nor4_1	450
o21ai_0	838
a21oi_1	705
nand2_1	554
clkinv_1	474
clkdlybuf4s50_1	1085
mux2_2	1827
mux2i_1	1313
-- metal layers --
layer	vias to the layer above	routed length (um)	GRT usage (%)
met4	411	226000	22.3
met1	200059	708000	30.4
li1	163950	-	-
met3	7774	641000	36.0
met2	41770	1140000	44.5
met5	-	16700	8.46
-- Yosys cell counts, types with 489 or more instances --
master        n
nor2_1     1378
o221ai_1    919
o22ai_1    4859
mux2_2     1841
o21ai_0     838
a22oi_1    1014
nand2_1     571
edfxtp_1  18100
clkbuf_1   1675
mux2i_1    1313
buf_1       489
a21oi_1     720
-- area by class of cell --
class	count	area share, %
antenna	409	0.129
clock buffer	2250	6.10
clock inverter	1071	1.19
inverter	39	0.0213
multi-input combinational	16751	15.8
sequential	18398	69.3
tap	22654	3.57
timing repair buffer	3639	3.90
-- worst register-to-register path, stage by stage (launching register included) --
cell      delay [ns]
dfxtp_4         0.75
buf_4           0.68
buf_4           0.70
buf_4           0.60
buf_4           0.65
buf_4           0.70
mux4_2          0.45
mux2i_1         0.83
xnor2_1         0.26
o21bai_1        0.23
nor4_1          0.24
nand4_1         0.65
nand4_1         0.43
nor3_1          0.17
nor2_1          0.39
nand2_1         0.20
o22a_1          0.24
buf_4           0.22
nor2_4          0.17
buf_4           0.47
buf_4           0.73
buf_4           0.76
buf_4           0.64
buf_4           0.67
buf_4           0.51
-- where the power goes --
group	leakage (nW)	internal, W	total (W)	switching [W]
Clock	28.2	0.00241	0.00422	0.00182
Combinational	56.1	0.000201	0.000711	0.000510
Sequential	165	0.00533	0.00533	0.00000458
-- final timing paths --
kind / start / to / slack (ns)
worst min-delay path: control.state[1] / control.state[0] / 0.43
worst max-delay path: mem_address2[7] / mem_rdata[140] / 111.31
worst min register to register: control.state[1] / control.state[0] / 0.43
worst max register to register: mem_address2[7] / datapath.data_array_5.data[0][155] / 146.60
-- kinds of logic after synthesis --
logic type               share of synthesized area, %
flip-flops                                       80.2
AND-OR/OR-AND                                    9.42
AND/OR/NAND/NOR                                  2.52
multiplexers                                     5.85
buffers and inverters                            1.87
XOR/XNOR                                        0.157
adder cells (fa/ha/maj)                        0.0201
other                                        0.000547
Power and IR drop assume default switching activity.
