$ cat flow/design.v
package pmem_addr_mux;
typedef enum bit [3:0] {
    cpu  = 4'd0
    ,dirty_0_write = 4'd1
    ,dirty_1_write = 4'd2
    ,dirty_2_write = 4'd3
    ,dirty_3_write = 4'd4
    ,dirty_4_write = 4'd5
    ,dirty_5_write = 4'd6
    ,dirty_6_write = 4'd7
    ,dirty_7_write = 4'd8
} pmem_addr_mux_sel_t;
endpackage
package data_in_mux;
typedef enum bit {
    cacheline_adaptor  = 1'b0
    ,bus_adaptor = 1'b1
} data_in_mux_sel_t;
endpackage
package data_write_en_mux;
typedef enum bit {
    idle  = 1'b0
    ,load_mem = 1'b1
} data_write_en_mux_sel_t;
endpackage
package pcmux;
typedef enum bit [1:0] {
    pc_plus4  = 2'b00
    ,alu_out  = 2'b01
    ,alu_mod2 = 2'b10
} pcmux_sel_t;
endpackage
package cmpmux;
typedef enum bit {
    rs2_out = 1'b0
    ,i_imm = 1'b1
} cmpmux_sel_t;
endpackage
package alumux;
typedef enum bit {
    rs1_out = 1'b0
    ,pc_out = 1'b1
} alumux1_sel_t;
typedef enum bit [2:0] {
    i_imm    = 3'b000
    ,u_imm   = 3'b001
    ,b_imm   = 3'b010
    ,s_imm   = 3'b011
    ,j_imm   = 3'b100
    ,rs2_out = 3'b101
} alumux2_sel_t;
endpackage
package regfilemux;
typedef enum bit [2:0] {
    alu_out   = 3'b000
    ,br_en    = 3'b001
    ,u_imm    = 3'b010
    ,rdata    = 3'b011
    ,pc_plus4 = 3'b100
} regfilemux_sel_t;
endpackage
package dcachemux;
typedef enum bit [2:0] {
	lw	= 3'b000,
	lhu	= 3'b001,
	lh	= 3'b010,
	lbu = 3'b011,
	lb	= 3'b100
} rdata_sel_t;
endpackage
package rs1mux;
typedef enum bit [2:0] {
    rs1_out        = 3'b000,
    br_en          = 3'b001,
    u_imm          = 3'b010,
    alu_out        = 3'b011,
    regfilemux_out = 3'b100
} rs1mux_sel_t;
endpackage
package rs2mux;
typedef enum bit [2:0] {
    rs2_out        = 3'b000,
    br_en          = 3'b001,
    u_imm          = 3'b010,
    alu_out        = 3'b011,
    regfilemux_out = 3'b100
} rs2mux_sel_t;
endpackage
package dcacheforwardmux;
typedef enum bit {
    rs2_out        = 1'b0,
    regfilemux_out = 1'b1
} dcacheforwardmux_sel_t;
endpackage
interface rvfi_itf(input clk, input rst);
    logic halt;
    logic commit;
    logic [63:0] order;
    logic [31:0] inst;
    logic trap;
    logic [4:0] rs1_addr;
    logic [4:0] rs2_addr;
    logic [31:0] rs1_rdata;
    logic [31:0] rs2_rdata;
    logic load_regfile;
    logic [4:0] rd_addr;
    logic [31:0] rd_wdata;
    logic [31:0] pc_rdata;
    logic [31:0] pc_wdata;
    logic [31:0] mem_addr;
    logic [3:0] mem_rmask;
    logic [3:0] mem_wmask;
    logic [31:0] mem_rdata;
    logic [31:0] mem_wdata;
    logic [15:0] errcode;
endinterface
module regfile
(
    input clk,
    input rst,
    input load,
    input [31:0] in,
    input [4:0] src_a, src_b, dest,
    output logic [31:0] reg_a, reg_b
);
logic [31:0] data [32];
always_ff @(posedge clk)
begin
    if (rst)
    begin
        for (int i=0; i<32; i=i+1) begin
            data[i] <= '0;
        end
    end
    else if (load && dest)
    begin
        data[dest] <= in;
    end
end
always_comb
begin
    reg_a = src_a ? data[src_a] : 0;
    reg_b = src_b ? data[src_b] : 0;
	if (src_a && load && (src_a == dest)) 
        reg_a = in;
    if (src_b && load && (src_b == dest)) 
        reg_b = in;
end
endmodule : regfile
$ cat flow/config.mk
export PLATFORM = sky130hd
export DESIGN_NAME = regfile
export DESIGN_NICKNAME = regfile
export VERILOG_FILES = /design/flow/design.v
export SDC_FILE = /design/flow/constraint.sdc
export NUM_CORES = 4
export LEC_CHECK = 1
export CORE_UTILIZATION = 50
$ cat flow/constraint.sdc
current_design regfile

set clk_period 18.7
set clk_io_pct 0.2

create_clock -name clk0 -period $clk_period [get_ports {clk}]

set non_clock_inputs [all_inputs -no_clocks]
set_input_delay [expr $clk_period * $clk_io_pct] -clock clk0 $non_clock_inputs
set_output_delay [expr $clk_period * $clk_io_pct] -clock clk0 [all_outputs]
$ cat flow/run.sh
#!/bin/bash
# OpenROAD 26Q1-2900-gdf79404cd8, Yosys 0.63+post, stock flow scripts
make -C /OpenROAD-flow-scripts/flow DESIGN_CONFIG=/design/flow/config.mk WORK_HOME=/design/flow/orfs finish
==> CHANGELOG.md <==
### Physical design

- Post-layout util: 56.3%
- Post-synthesis cell area: 55,300 sq um
- Postcts setup bufs: 0
- Final hold viol count: 0
- Clock Pin Slew Worst Setup and Hold Paths: 50 ps
- Aoi share: 5.65%
- EDFF count, synth: 1,024
- Row count: 121
- HP Class: in2reg
- Total leakage power: about 21 nW
- Max FO, Critical Path: around 42
- Crit path capture type: output pin
- Tool warnings: 26
- DIE WIDTH: 334 um
- Pin count of the biggest net entering global routing: 84
- Yosys stat area: 55,300 sq um
- Total power: roughly 5.6 mW
- Clock Sinks: 1,024
- Combinational share of power: 12.8%
- # DRC: 0
- Post-CTS Hold Buffers: 0
- Post-detailed-route wirelength per cell: about 36 um
- First-pass GRT wire length: 275,000 um
- MUX share of area: 21.4%
- Post-CTS Resized: 0
- Worst VDD drop: 0.0000739 V
- Avg Inst Size Synth: roughly 15 sq um
- DRT met1 WL: 59,700 um
- H-tree levels: 3
- Crit path DRT: 14,960 ps
- TritonCTS Buffers: approximately 110
- Worst setup path start: src_b[0]
- First DRT Iteration DRCs: approximately 2,100
- Min Tclk post-route: 11,950 ps
- Die area: 112,000 sq um
- MI comb area: 23,000 sq um
- Max-slew violation count: 0
- Share of total power in the clock network: 38.4%
- Setup tns final: 0 ps
- GRT Residual Overflow: 0
- Maximum clock rate: 83.7 MHz
- Sw power: 1.39 mW
- Max FFs per register: 1,024
- Yosys cell count: 3,792
- CP startpoint kind: input port
- Clock root buffer master: clkbuf_16
- Crit path DAT: slightly above 8000 ps
- Pint: about 4.2 mW
- Synth warn: 1
- Met2 WL: 84,700 um
- Main flop type: edfxtp_1
- Synth Seq Share: 55.6%
- Reg with most FFs: data
- Yosys adder share: 0%
- CP cell instances: buf_8 -> buf_4 -> buf_4 -> and2_1 -> buf_4 -> a22oi_1 -> a31oi_1 -> o41ai_1 -> clkdlybuf4s50_1
- Clock Tree Buf Depth: 3
- Via-per-instance ratio: 6.60
- Register bit total from synthesis: 1,024
- Syn Inst Count: 3,792
- Largest family of logic cells by area: multiplexers
- Most common logic cells in the final layout: 1,024 x edfxtp_1, 995 x and2_1, 435 x mux4_2
- Core footprint: roughly 110,000 sq um
- Hold_sp: rst
- Yosys simple share: 13.7%
- Number of global-route vias before repair: ~39,000
- Seq pwr share: 48.8%
- Setup ws final: 6750 ps
- RSZ-0062 raised after global routing: no
- Vias post-DR: 35,500
- PD cells: 90.6 nW/um^2
- Post-route ant nets: 0
- Die Y: about 330 um
- Relative slew slack: between 20% and 30%
- Number of I/O port buffers: approximately 110
- Status: finished clean
- TritonCTS clock tree: built
- Pre-antenna DRT Iters: 8
- Max cap viols: 0
- Worst Max-Slew Pin Slew: 1100 ps
- Post-DP HPWL: about 110,000 um
- Pre-CTS WS: around 6700 ps
- Initial antenna violation count: 5
- Share of layout cells above drive strength 1: between 20% and 30%
- Switching part of the total power: roughly 25%
- Slowest stage delay, CP: 680 ps
- Slowest-stage cell, CP: a31oi_1
- Fin crit share: 63.9%
- I/O pin count: 114
- DR WL met3: 39,700 um
- Most frequent cell on the critical path: buf_4
- Async S/R FF share, synth: 0%
- Xor+xnor area frac: less than 1%
- Biggest regs: data x1024
- Cell Type Count: roughly 44
- Register area: 30,700 sq um
- Area delta synth->final: 11.3%
- WS Path Type: in2out
- Fillers: 8,149
- RD Place Congestion: just over 0.9
- Highest-count logic cell in the final layout: edfxtp_1
- Floorplan Utilization: between 50 and 60%
- Top Layer Used: met5
- Final setup fails: 0
- WL final: between 150,000 and 200,000 um
- GRT Overall Usage: around 39%
-- power by group through the flow --
stage,Sequential (mW),Clock (mW),Combinational [mW]
4_1_cts,2.72,2.16,0.701
6_report,2.72,2.14,0.712
5_1_grt,2.74,2.24,0.743
-- kinds of logic (layout without fill, tap and decap cells) --
| group | count (synthesis) | after routing |
|---|---|---|
| simple gates | 1287 | 1287 |
| flops | 1024 | 1024 |
| mux | 635 | 635 |
| compound gates | 425 | 425 |
| buf+inv | 410 | 481 |
| xor+xnor | 10 | 10 |
| other cells | 1 | 36 |
-- worst paths after layout --
check	end	depth (start not counted)
setup / recovery	reg_b[2]	9
hold / removal	data[0][0]$_SDFFCE_PN0P_	1
-- metrics by stage --
stage,instances,hold WS (ps),instance area (sq um)
finish,5374,3550,61500
global route,5370,3530,61500
CTS,5370,3520,61500
detailed placement,5165,4260,58000
global placement,5165,4250,58000
floorplan,3823,3940,55400
-- final cells by class --
class	instances	share of cell area [%]
Antenna cell	4	0.0163
Clock buffer	141	4.91
Clock inverter	64	0.775
Multi-Input combinational cell	2389	37.4
Sequential cell	1024	50.0
Tap cell	1476	3.00
Timing Repair Buffer	276	3.90
-- cell usage after synthesis, types with 2 or more instances --
cell	count	share of area, %
or3_1	2	0.023
edfxtp_1	1024	56
o41ai_1	14	0.22
mux2i_1	181	3.3
nand3b_1	5	0.068
o21ai_0	8	0.072
a32o_1	32	0.58
xor2_1	4	0.063
nand2b_1	6	0.068
or2_2	31	0.35
a31oi_1	14	0.16
nand3_1	17	0.15
nor2b_1	21	0.24
or3b_2	3	0.048
mux4_2	435	18
buf_1	11	0.075
xnor2_1	6	0.095
and2_1	996	11
o221ai_1	32	0.51
o22ai_1	62	0.70
a22o_1	18	0.29
buf_6	22	0.45
a221oi_1	15	0.24
a21oi_1	38	0.34
nand2_1	96	0.65
mux2_2	19	0.39
o21ai_1	15	0.14
a211oi_1	62	0.84
buf_2	71	0.64
buf_4	34	0.46
a22oi_1	114	1.5
nor2_1	102	0.69
clkbuf_1	271	1.8
-- metal layers --
| metal | track usage, % | vias to the layer above |
|---|---|---|
| li1 | - | 14600 |
| met1 | 47.1 | 17100 |
| met2 | 52.5 | 3218 |
| met3 | 33.0 | 548 |
| met4 | 15.2 | 19 |
| met5 | 5.08 | - |
-- critical path, delay by kind of cell --
| family | cells | cell delay (ps) |
|---|---|---|
| AND-OR/OR-AND | 3 | 1160 |
| buffers and inverters | 5 | 2600 |
| AND/OR/NAND/NOR | 1 | 630 |
Power and IR drop assume default switching activity.
