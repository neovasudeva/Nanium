--- ./design.v ---
package pmem_addr_mux;
typedef enum bit [3:0] {
    cpu  = 4'd0
    ,dirty_0_write = 4'd1
    ,dirty_1_write = 4'd2
    ,dirty_2_write = 4'd3
    ,dirty_3_write = 4'd4
    ,dirty_4_write = 4'd5
    ,dirty_5_write = 4'd6
    ,dirty_6_write = 4'd7
    ,dirty_7_write = 4'd8
} pmem_addr_mux_sel_t;
endpackage
package data_in_mux;
typedef enum bit {
    cacheline_adaptor  = 1'b0
    ,bus_adaptor = 1'b1
} data_in_mux_sel_t;
endpackage
package data_write_en_mux;
typedef enum bit {
    idle  = 1'b0
    ,load_mem = 1'b1
} data_write_en_mux_sel_t;
endpackage
package pcmux;
typedef enum bit [1:0] {
    pc_plus4  = 2'b00
    ,alu_out  = 2'b01
    ,alu_mod2 = 2'b10
} pcmux_sel_t;
endpackage
package cmpmux;
typedef enum bit {
    rs2_out = 1'b0
    ,i_imm = 1'b1
} cmpmux_sel_t;
endpackage
package alumux;
typedef enum bit {
    rs1_out = 1'b0
    ,pc_out = 1'b1
} alumux1_sel_t;
typedef enum bit [2:0] {
    i_imm    = 3'b000
    ,u_imm   = 3'b001
    ,b_imm   = 3'b010
    ,s_imm   = 3'b011
    ,j_imm   = 3'b100
    ,rs2_out = 3'b101
} alumux2_sel_t;
endpackage
package regfilemux;
typedef enum bit [2:0] {
    alu_out   = 3'b000
    ,br_en    = 3'b001
    ,u_imm    = 3'b010
    ,rdata    = 3'b011
    ,pc_plus4 = 3'b100
} regfilemux_sel_t;
endpackage
package dcachemux;
typedef enum bit [2:0] {
	lw	= 3'b000,
	lhu	= 3'b001,
	lh	= 3'b010,
	lbu = 3'b011,
	lb	= 3'b100
} rdata_sel_t;
endpackage
package rs1mux;
typedef enum bit [2:0] {
    rs1_out        = 3'b000,
    br_en          = 3'b001,
    u_imm          = 3'b010,
    alu_out        = 3'b011,
    regfilemux_out = 3'b100
} rs1mux_sel_t;
endpackage
package rs2mux;
typedef enum bit [2:0] {
    rs2_out        = 3'b000,
    br_en          = 3'b001,
    u_imm          = 3'b010,
    alu_out        = 3'b011,
    regfilemux_out = 3'b100
} rs2mux_sel_t;
endpackage
package dcacheforwardmux;
typedef enum bit {
    rs2_out        = 1'b0,
    regfilemux_out = 1'b1
} dcacheforwardmux_sel_t;
endpackage
interface rvfi_itf(input clk, input rst);
    logic halt;
    logic commit;
    logic [63:0] order;
    logic [31:0] inst;
    logic trap;
    logic [4:0] rs1_addr;
    logic [4:0] rs2_addr;
    logic [31:0] rs1_rdata;
    logic [31:0] rs2_rdata;
    logic load_regfile;
    logic [4:0] rd_addr;
    logic [31:0] rd_wdata;
    logic [31:0] pc_rdata;
    logic [31:0] pc_wdata;
    logic [31:0] mem_addr;
    logic [3:0] mem_rmask;
    logic [3:0] mem_wmask;
    logic [31:0] mem_rdata;
    logic [31:0] mem_wdata;
    logic [15:0] errcode;
endinterface
module cacheline_adaptor
(
    input clk,
    input reset_n,
    input logic [255:0] line_i,
    output logic [255:0] line_o,
    input logic [31:0] address_i,
    input read_i,
    input write_i,
    output logic resp_o,
    input logic [63:0] burst_i,
    output logic [63:0] burst_o,
    output logic [31:0] address_o,
    output logic read_o,
    output logic write_o,
    input resp_i
);
    typedef enum bit [2:0] {IDLE, WAITR, WAITW, R, W, DONE} macro_t;
    struct packed {
        macro_t macro;
        logic [1:0] count;
    } state;
    localparam logic [1:0] maxcount = 2'b11;
    logic [255:0] linebuf;
    logic [31:0] addressbuf;
    assign line_o = linebuf;
    assign address_o = addressbuf;
    assign burst_o = linebuf[64 * state.count +: 64];
    assign read_o = ((state.macro == WAITR) || (state.macro == R));
    assign write_o = ((state.macro == WAITW) || (state.macro == W));
    assign resp_o = state.macro == DONE;
    enum bit [1:0] {READ_OP, WRITE_OP, NO_OP} op;
    assign op = read_i ? READ_OP : write_i ? WRITE_OP : NO_OP;
    always_ff @(posedge clk) begin
        if (~reset_n) begin
            state.macro <= IDLE;
        end
        else begin
            case (state.macro)
            IDLE: begin
                case (op)
                    NO_OP: ;
                    WRITE_OP: begin
                        state.macro <= WAITW;
                        linebuf <= line_i;
                        addressbuf <= address_i;
                        state.count <= 2'b00;
                    end
                    READ_OP: begin
                        state.macro <= WAITR;
                        addressbuf <= address_i;
                    end
                endcase
            end
            WAITR: begin
                if (resp_i) begin
                    state.macro <= R;
                    state.count <= 2'b01;
                    linebuf[63:0] <= burst_i;
                end
            end
            WAITW: begin
                if (resp_i) begin
                    state.macro <= W;
                    state.count <= 2'b01;
                end
            end
            R: begin
                if (state.count == maxcount) begin
                    state.macro <= DONE;
                end
                linebuf[64*state.count +: 64] <= burst_i;
                state.count <= state.count + 2'b01;
            end
            W: begin
                if (state.count == maxcount) begin
                    state.macro <= DONE;
                end
                state.count <= state.count + 2'b01;
            end
            DONE: begin
                state.macro <= IDLE;
            end
            endcase
        end
    end
endmodule : cacheline_adaptor
--- ./run.sh ---
#!/bin/bash
# OpenROAD 26Q1-2900-gdf79404cd8, Yosys 0.63+post, stock flow scripts
make -C /OpenROAD-flow-scripts/flow DESIGN_CONFIG=/design/flow/config.mk WORK_HOME=/design/flow/orfs finish
--- ./config.mk ---
export PLATFORM = sky130hd
export DESIGN_NAME = cacheline_adaptor
export DESIGN_NICKNAME = cacheline_adaptor
export VERILOG_FILES = /design/flow/design.v
export SDC_FILE = /design/flow/constraint.sdc
export NUM_CORES = 4
export LEC_CHECK = 1
export CORE_AREA = 10 10 305 305
export DIE_AREA = 0 0 315 315
--- ./constraint.sdc ---
current_design cacheline_adaptor

set clk_period 15.5
set clk_io_pct 0.2

create_clock -name clk0 -period $clk_period [get_ports {clk}]

set non_clock_inputs [all_inputs -no_clocks]
set_input_delay [expr $clk_period * $clk_io_pct] -clock clk0 $non_clock_inputs
set_output_delay [expr $clk_period * $clk_io_pct] -clock clk0 [all_outputs]
==> impl_metrics.json <==
{
  "setup_viol": 0,
  "worst_path_most_repeated_cell": "buf_4",
  "finalWorstSetupSlack_ns": 9.30,
  "tightest_slew_ns": 0.797,
  "grt.met2_usage_pct": 27.1,
  "clockRootBuffer": "clkbuf_16",
  "core_area_mm2": 0.0866,
  "lay_top_cells": "clkdlybuf4s50_1, edfxtp_1, nand2_1",
  "grt_use_met3_pct": 7.01,
  "max_stage_delay_ns": 0.62,
  "place_congestion": 0.957,
  "yosysWarnings": 1,
  "rows": 108,
  "seqPwrFrac_pct": 34.4,
  "cts.path.max_buffers": 3,
  "worstSetupPathType": "reg -> out",
  "ys_seq_share_pct": 54.6,
  "drive_gt1_share_pct": 7.26,
  "hp-class": "reg -> reg",
  "end_kind": "output pin",
  "avgSynthCellArea_um2": 10.7,
  "cts_tree": "yes",
  "ys_top_cells_by_area": "edfxtp_1, mux4_2, nor2b_1, a21oi_1, o21ai_0",
  "grt-ovfl-total": 0,
  "synth-seq-cells": 293,
  "dp_hpwl_mm": 62.0,
  "slew_headroom_pct": 46.8,
  "chipWidth_um": 315,
  "cp_max_fo": 29,
  "flop_area_mm2": 0.00877,
  "yosysTopAreaCell": "edfxtp_1",
  "routed_wirelength_mm": 83.2,
  "detail_route.wl_per_cell_um": 24.9,
  "first_pass_iters": 5,
  "synthToLayoutAreaGrowth_pct": 59.4,
  "mostFrequentLayoutCell": "clkdlybuf4s50_1",
  "fmax_ghz": 0.161,
  "synthCells": 1506,
  "cts_sinks": 293,
  "cp.required_ns": 12.40,
  "min_period_ns": 6.20,
  "synth-area-yosys_mm2": 0.0161,
  "via_per_inst": 4.56,
  "die_h_um": 315,
  "switching_share_pct": 35.2,
  "clock.latency.late_pin_ns": 0.56,
  "numCtsBuffers": 38,
  "final_hold_viol_count": 0,
  "fp_util_pct": 18.5,
  "antenna_found_initial": 12,
  "ys_cells": 1506,
  "portBuffers": 711,
  "powerDensity_mw_per_mm2": 135,
  "max_cap_violations": 0,
  "ant_nets": 0,
  "drv_slew": 0,
  "cts_hold_buf": 0,
  "path_cells": "buf_4 > buf_4 > mux4_2 > clkdlybuf4s50_1",
  "top_cell_area_share_pct": 54.3,
  "warnings": 32,
  "netlist_area_mm2": 0.0161,
  "startpoint_type": "flip-flop",
  "drc": 0,
  "synth_cell_type_count": 37,
  "clock_skew_ns": 0.0227,
  "status": "completed",
  "drtIter0Drc": 1131,
  "comb_power_share_pct": 40.8,
  "comb_area_mm2": 0.00682,
  "num-fill-cells": 8890,
  "ctsResizeCount": 0,
  "grt_pass1_wl_mm": 117,
  "top_usage_layer": "met2",
  "tns_ns": 0,
  "met1_usage_pct": 19.9,
  "postCtsSetupBuffers": 0,
  "post-place-ws_ns": 9.65,
  "cts.clk_slew.worst_paths_ns": 0.05,
  "clkPwrFrac_pct": 24.8,
  "worstPathArrival_ns": 3.10,
  "grt_max_degree": 108,
  "p_int_mw": 2.24,
  "die_area_mm2": 0.0992,
  "grt_pass1_vias": 16000,
  "switchingPower_mw": 1.22,
  "p_leak_nw": 8.85,
  "cts_max_level": 2,
  "post-route-period-util_pct": 40.0,
  "slowest_stage": "mux4_2",
  "rsz0062_at_grt": "false",
  "ioPinCount": 712,
  "num_vias": 15300,
  "grt.total_usage_pct": 16.5,
  "irDropWorstVdd_uv": 84.3
}
[synthesized netlist by cell type]
| master | count |
|---|---|
| dfxtp_1 | 3 |
| nor3_1 | 3 |
| mux4_2 | 64 |
| nor4_1 | 1 |
| inv_2 | 3 |
| o21ai_0 | 180 |
| xnor2_1 | 1 |
| o311ai_0 | 2 |
| edfxtp_1 | 290 |
| a22oi_1 | 1 |
| o31ai_1 | 2 |
| mux2_2 | 1 |
| and3_1 | 2 |
| o21ai_1 | 14 |
| nor2_1 | 134 |
| a211o_1 | 1 |
| nand2b_1 | 2 |
| inv_1 | 2 |
| a222oi_1 | 1 |
| o211a_1 | 1 |
| or2_0 | 1 |
| a221oi_1 | 64 |
| nor2b_1 | 198 |
| buf_2 | 36 |
| ha_1 | 5 |
| mux2i_1 | 2 |
| o31ai_2 | 1 |
| buf_6 | 1 |
| buf_1 | 11 |
| buf_4 | 5 |
| nand2_1 | 201 |
| clkbuf_1 | 75 |
| a21boi_0 | 1 |
| nor3_4 | 1 |
| nand3_1 | 1 |
| a21oi_1 | 194 |
| o21bai_1 | 1 |
[layer usage]
metal / vias up / share of wire [%]
li1: 6853 / -
met1: 7435 / 37
met2: 845 / 49
met3: 120 / 11
met4: 18 / 2.7
met5: - / 0.12
[per-stage QoR]
| step | area [µm²] | util (%) | total power, mW | instances | hold WS (ns) |
|---|---|---|---|---|---|
| 6_report | 25600 | 29.5 | 3.46 | 3347 | 0.654 |
| 5_1_grt | 25600 | 29.5 | 3.65 | 3346 | 0.700 |
| 4_1_cts | 25600 | 29.5 | 3.51 | 3344 | 0.651 |
| 3_5_place_dp | 24400 | 28.2 | 2.63 | 3274 | 0.635 |
| 3_3_place_gp | 24400 | 28.2 | 2.62 | 3274 | 0.642 |
| 2_1_floorplan | 16100 | - | 1.82 | 1506 | 0.570 |
[critical path, delay by kind of cell (launching register included)]
family                 cells  cell delay [ns]
buffers and inverters      3             1.31
DFF                        1             0.54
muxes                      1             0.62
[worst paths after layout]
path,cells past startpoint,slack [ns],from,endpoint
setup reg to reg,8,10.66,state[4]$_SDFFE_PN0P_,linebuf[228]$_DFFE_PP_
setup / recovery,4,9.30,state[0]$_DFFE_PP_,burst_o[48]
hold reg to reg,2,0.65,linebuf[5]$_DFFE_PP_,linebuf[5]$_DFFE_PP_
hold / removal,2,0.65,linebuf[5]$_DFFE_PP_,linebuf[5]$_DFFE_PP_
[power groups by stage]
stage                 combinational [mW]  clock (mW)  sequential, mW
after CTS                           1.44       0.887            1.19
after global routing                1.54       0.911            1.20
final                               1.41       0.857            1.19
[registers in the layout, indices dropped and copies added, names as in the netlist]
register / flops
addressbuf: 32
linebuf: 256
state: 5
[cell type report]
type	count	share of cell area, %
Antenna cell	3	0.0293
Clock buffer	57	4.24
Clock inverter	13	0.342
Inverter	5	0.0782
Multi-Input combinational cell	1080	26.7
Sequential cell	293	34.3
Tap cell	1155	5.65
Timing Repair Buffer	741	28.7
[cells by family after synthesis]
logic type | synth area share, %
flops | 54.6
buf+inv | 3.55
mux | 9.17
compound gates | 16.2
fa+ha+maj | 0.390
xor+xnor | 0.0546
simple gates | 16.0
Power and IR drop assume default switching activity.
